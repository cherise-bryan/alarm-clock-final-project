`flow/run.sh`:
```
#!/bin/bash
# OpenROAD 26Q1-2900-gdf79404cd8, Yosys 0.63+post, stock flow scripts
make -C /OpenROAD-flow-scripts/flow DESIGN_CONFIG=/design/flow/config.mk WORK_HOME=/design/flow/orfs finish
```
`flow/config.mk`:
```
export PLATFORM = sky130hd
export DESIGN_NAME = alarm_clock
export DESIGN_NICKNAME = alarm_clock
export VERILOG_FILES = /design/flow/design.v
export SDC_FILE = /design/flow/constraint.sdc
export NUM_CORES = 4
export LEC_CHECK = 1
export CORE_UTILIZATION = 50
```
`flow/constraint.sdc`:
```
current_design alarm_clock

set clk_period 3.9
set clk_io_pct 0.2

create_clock -name clk0 -period $clk_period [get_ports {CLOCK_50}]

set non_clock_inputs [all_inputs -no_clocks]
set_input_delay [expr $clk_period * $clk_io_pct] -clock clk0 $non_clock_inputs
set_output_delay [expr $clk_period * $clk_io_pct] -clock clk0 [all_outputs]
```
`flow/design.v`:
```
module alarm_clock(SW, HEX7, HEX6, HEX5, HEX4, HEX3, HEX2, HEX1, HEX0, CLOCK_50, KEY, LEDG);
    input [9:0] SW;
    input CLOCK_50;
    input [2:0] KEY;
    output [6:0] HEX7, HEX6, HEX5, HEX4, HEX3, HEX2, HEX1, HEX0;
    output [0:0] LEDG;
    wire resetn, load, alarm_reset, alarm_en, alarm_out;
    wire [3:0] min1, min2, hour1, hour2, sec1, sec2, timer1, timer2;
    assign load = ~KEY[1];
    assign resetn = ~KEY[0];
    assign alarm_reset = ~KEY[2];
    assign alarm_out = LEDG[0];
    myClock c0(
  	      	.clk(CLOCK_50),
	    	.resetn(resetn),  
	    	.alarm_reset(alarm_reset),  
	    	.go(load),  
	    	.data_in(SW[3:0]),  
	    	.min1(min1),  
	  	.min2(min2),
	  	.hour1(hour1),
	  	.hour2(hour2),
	  	.sec1(sec1),
	 	.sec2(sec2),
	  	.timer1(timer1),
	  	.timer2(timer2),
	    	.alarm_out(alarm_out)  
	 	);
    hex_decoder_9MAX H7(
          .hex_digit(hour1),
          .segments(HEX7)
          );
    hex_decoder_9MAX H6(
          .hex_digit(hour2),
          .segments(HEX6)
          );
    hex_decoder_9MAX H5(
          .hex_digit(min1),
          .segments(HEX5)
          );
    hex_decoder_9MAX H4(
          .hex_digit(min2),
          .segments(HEX4)
          );
    hex_decoder_9MAX H3(
          .hex_digit(sec1),
          .segments(HEX3)
          );
    hex_decoder_9MAX H2(
          .hex_digit(sec2),
          .segments(HEX2)
          );
    hex_decoder_9MAX H1(
          .hex_digit(timer1),
          .segments(HEX1)
          );
    hex_decoder_9MAX H0(
          .hex_digit(timer2),
          .segments(HEX0)
          );
endmodule
module myClock(
    input clk,
    input resetn, alarm_reset, go,
    input [3:0] data_in,
    output [3:0] hour1, hour2, min1, min2, sec1, sec2, timer1, timer2,
    output alarm_out
    );
    wire ld_min1, ld_min2, ld_hour1, ld_hour2, ld_alarm, start;
    control C0(
		.clk(clk),
		.resetn(resetn),
		.reset_alarm(alarm_reset),
		.go(go),
		.ld_alarm(ld_alarm),
		.ld_hour1(ld_hour1),
		.ld_hour2(ld_hour2),
		.ld_min1(ld_min1),
		.ld_min2(ld_min2),
		.start(start)
		);
    datapath D0(
		.clk(clk),
		.resetn(resetn),
		.reset_alarm(alarm_reset),
		.ld_hour1(ld_hour1),
		.ld_hour2(ld_hour2),
		.ld_min1(ld_min1),
		.ld_min2(ld_min2),
		.start(start),
		.data_in(data_in),
		.hour1(hour1),
		.hour2(hour2),
		.min1(min1),
		.min2(min2),
		.sec1(sec1),
		.sec2(sec2),
		.timer1(timer1),
		.timer2(timer2),
		.alarm_out(alarm_out)
		);
 endmodule
 module control(
		input clk,
		input resetn,
		input reset_alarm,
		input go,
		output reg  ld_min1, ld_min2, ld_hour1, ld_hour2, ld_alarm, start
		);
    reg [5:0] current_state, next_state;
    localparam  s_ld_hour1        = 5'd0,
                s_ld_hour1_wait   = 5'd1,
                s_ld_hour2        = 5'd2,
                s_ld_hour2_wait   = 5'd3,
                s_ld_min1         = 5'd4,
                s_ld_min1_wait    = 5'd5,
                s_ld_min2         = 5'd6,
                s_ld_min2_wait    = 5'd7,
                s_ld_alarm        = 5'd8,
                s_ld_alarm_wait   = 5'd9,
                s_end             = 5'd10;
    always@(*)
    begin: state_table
            case (current_state)
                s_ld_hour1:           next_state = go ? s_ld_hour1_wait : s_ld_hour1;
                s_ld_hour1_wait:      next_state = go ? s_ld_hour1_wait : s_ld_hour2;
                s_ld_hour2:           next_state = go ? s_ld_hour2_wait : s_ld_hour2;
                s_ld_hour2_wait:      next_state = go ? s_ld_hour2_wait : s_ld_min1;
                s_ld_min1:            next_state = go ? s_ld_min1_wait : s_ld_min1;
                s_ld_min1_wait:       next_state = go ? s_ld_min1_wait : s_ld_min2;
                s_ld_min2:            next_state = go ? s_ld_min2_wait : s_ld_min2;
                s_ld_min2_wait:       next_state = go ? s_ld_min2_wait : s_ld_alarm;
                s_ld_alarm:           next_state = go ? s_ld_alarm_wait : s_ld_alarm;
                s_ld_alarm_wait:      next_state = go ? s_ld_alarm_wait : s_end;
                s_end:                next_state = s_end;  
            default:                  next_state = s_ld_hour1;
        endcase
    end
    always @(*)
    begin: enable_signals
        ld_min1 <= 1'b0;
        ld_min2 <= 1'b0;
        ld_hour1 <= 1'b0;
        ld_hour2 <= 1'b0;
        ld_alarm <= 1'b0;
        start <= 1'b0;  
        case (current_state)
            s_ld_hour1: begin
                ld_hour1 <= 1'b1;
                end
            s_ld_hour2: begin
                ld_hour2 <= 1'b1;
                end
            s_ld_min1: begin
                ld_min1 <= 1'b1;
                end
            s_ld_min2: begin
                ld_min2 <= 1'b1;
                end
            s_ld_alarm: begin
                ld_alarm <= 1'b1;
                end
            s_end: begin  
                start <= 1'b1;
                ld_hour1 <= 1'b0;
                ld_hour2 <= 1'b0;
                ld_min1 <= 1'b0;
                ld_min2 <= 1'b0;
                ld_alarm <= 1'b0;
                end
        endcase
    end
    always@(posedge clk)
    begin: clock_FFs
        if(resetn)  
            current_state <= s_ld_hour1;
	else if(reset_alarm)  
	    current_state <= s_ld_alarm;
	else
	    current_state <= next_state;
    	end
endmodule
module datapath(
    input clk,
    input resetn, reset_alarm,
    input [3:0] data_in,
    input ld_min1, ld_min2, ld_hour1, ld_hour2, ld_alarm, start,
    output reg [3:0] hour1,
    output reg [3:0] hour2,
    output reg [3:0] min1,
    output reg [3:0] min2,
    output reg [3:0] sec1,
    output reg [3:0] sec2,
    output reg [3:0] timer1,
    output reg [3:0] timer2,
    output reg alarm_out
    );
    reg [3:0] hour1_val, hour2_val, min1_val, min2_val, sec1_val, sec2_val, timer1_val, timer2_val;
    reg [7:0] alarm_max;
    reg [27:0] counter_1s;  
    localparam counter_1s_max = 28'b10111110101111000001111111;
    always@(posedge clk) begin
        if(resetn) begin
            hour1 <= 4'b0;
            hour2 <= 4'b0;
            min1 <= 4'b0;
            min2 <= 4'b0;
            sec1 <= 4'b0;
            sec2 <= 4'b0;
            timer1 <= 4'b0;
            timer2 <= 4'b0;
        end
        if (reset_alarm) begin
            timer1 <= 4'b0;
            timer2 <= 4'b0;
        end
        else begin
            counter_1s <= 28'd0;
            if(ld_hour1) begin
               	hour1 <= data_in;  
		hour1_val <= data_in;
		end
            if(ld_hour2) begin
		hour2 <= data_in;   
		hour2_val <= data_in;
		end
            if(ld_min1) begin
		min1 <= data_in;   
		min1_val <= data_in;
		end
            if(ld_min2) begin
		min2 <= data_in;   
		min2_val <= data_in;
		end
	    if(ld_alarm) begin    
                case(data_in)
                4'b0000:
                        begin
                        timer1 <= 4'd1;   
                        timer2 <= 4'd5;
                        end
                4'b0001:
                        begin
                        timer1 <= 4'd3;  
                        timer2 <= 4'd0;
                        end
                4'b0010:
                        begin
                        timer1 <= 4'd4;  
                        timer2 <= 4'd5;
                        end
                4'b0011:
                        begin
                        timer1 <= 4'd6;  
                        timer2 <= 4'd0;
                        end
                default:
                        begin  
                        timer1 <= 4'd1;
                        timer2 <= 4'd5;
                        end
                endcase
                end
	end
    		if (start) begin  
			hour1 <= hour1_val;  
			hour2 <= hour2_val;
			min1 <= min1_val;
			min2 <= min2_val;
			sec1 <= sec1_val;
			sec2 <= sec2_val;
			counter_1s <= counter_1s + 1'b1;
			if (counter_1s == counter_1s_max) begin
			if (timer2 == 4'd0) begin
				timer2 <= 4'd9;
				timer1 <= timer1 - 1'b1;
			end else begin
				timer2 <= timer2 - 1'b1;
			end
			if ({timer1, timer2} == 8'b0) begin
				alarm_out <= 1'b1;
			end
    			counter_1s <= 28'b0;  
		        sec2_val <= sec2_val + 1'b1;  
			if (sec2_val >= 9) begin
				sec1_val <= sec1_val + 1'b1;
				sec2_val <= 4'd0;
				end
			if ({sec1_val, sec2_val} >= 8'h59) begin
				sec1_val <= 4'd0;
				sec2_val <= 4'd0;
				min2_val <= min2_val + 1'b1;
				end
			if (min2_val >= 9) begin
				min1_val <= min1_val + 1'b1;
				min2_val <= 4'd0;
			end
			if ({min1_val, min2_val} >= 8'h59) begin
				min1_val <= 4'd0;
				min2_val <= 4'd0;
				hour2_val <= hour2_val + 1'b1;
			end
			if ({hour1_val, hour2_val} >= 8'h24) begin
				hour1_val <= 4'b0;
				hour2_val <= 4'b0;
			end
		end
	end
end
endmodule
module hex_decoder_9MAX(hex_digit, segments);
    input [3:0] hex_digit;
    output reg [6:0] segments;
    always @(*)
        case (hex_digit)
            4'h0: segments = 7'b100_0000;
            4'h1: segments = 7'b111_1001;
            4'h2: segments = 7'b010_0100;
            4'h3: segments = 7'b011_0000;
            4'h4: segments = 7'b001_1001;
            4'h5: segments = 7'b001_0010;
            4'h6: segments = 7'b000_0010;
            4'h7: segments = 7'b111_1000;
            4'h8: segments = 7'b000_0000;
            4'h9: segments = 7'b001_1000;
            default: segments = 7'b100_0000;
        endcase
endmodule
```
==> impl_metrics.csv <==
group,metric,value,unit
drt,first_pass_iters,4,
synthesis,ys_cells,765,
sta,finalSetupViolations,0,
clock_network,numClockSinks,151,
worst_hold_path,min_path_cells,1,
clock_network,clockBufferDepth,2,
global_route,grtUsageTotal,20.3,%
floorplan,ioPinCount,71,
setup_path,critPathLaunchType,"flop",
setup_path,worst_r2r_path_depth,12,
synthesis,ys_seq_elements,151,
placed_design,place_congestion,0.868,
sta,tns,0,ns
floorplan,dieHeight,123,um
finish,drive_gt1_share,7.09,%
clock_network,htreeDepth,4,
synthesis,synth_cell_types,67,
sta,fin_crit,3.26,ns
synthesis,edf_count,44,
clock_network,cts_hold_buffers,0,
setup_path,r2r_slack,0.64,ns
finish,syn2layout_area_growth,20.5,%
power_and_ir_drop,p_leak,3.67,nW
drt,antenna_cells,0,
synthesis,ff_type,"dfxtp_1",
sta,fmax,307,MHz
synthesis,synth_warnings,4,
drt,dr_total_vias,5459,
drt,drt_iter0_drc,286,
power_and_ir_drop,worst_ir_drop_vdd,0.311,mV
sta,rsz0062_at_grt,"false",
synthesis,synthArstFlopShare,0,%
sta,clock_skew,0.00586,ns
global_route,grt_pass1_wl,23800,um
run_status,outcome,"completed",
synthesis,synth.avg_cell_area,9.64,um2
drt,antenna_left,0,
sta,hold_viol,0,
sta,slew_headroom,54.9,%
flow_run,warnings,71,
setup_path,path_max_fanout,13,
setup_path,cpPeakStageDelay,0.48,ns
global_route,overflow,0,
drt,wirelength,14100,um
setup_path,crit_slowest_cell,"and3_1",
clock_network,cts_resized,0,
floorplan,die_area,15200,um2
synthesis,syn_inst,765,
synthesis,netlist_area,7370,um2
setup_path,cp_cell_sequence,"ha_1 -> and4_1 -> and3_1 -> nand3_2 -> o21ai_0 -> ha_1 -> inv_1 -> a21oi_1 -> nor3_1 -> a221oi_1 -> o21ai_0 -> mux2i_1",
drt,drcViolationCount,0,
floorplan,fp_util,50.9,%
synthesis,ys_seq_share,47.0,%
floorplan,coreArea,14500,um2
setup_path,arrival,3.60,ns
synthesis,synthTopCellsByArea,"dfxtp_1 29%, edfxtp_1 18%, ha_1 9.3%",
synthesis,yosys-stat-area,7370,um2
synthesis,yosysTopAreaCell,"dfxtp_1",
global_route,grt_pass1_vias,5044,
sta,fin_crit_sh,83.5,%
clock_network,cts.root.buffer_cell,"clkbuf_16",
global_route,grt_max_degree,38,
synthesis,synth_top_area_share,29.1,%
finish,design_area,8880,um2
floorplan,die_w,123,um
worst_hold_path,min_path_type,"reg -> reg",
global_route,antenna_found_initial,0,
floorplan,rows,44,
setup_path,critPathRequiredTime,4.24,ns
clock_network,post_cts_buffers,0,
power_and_ir_drop,pwr_density_cell,417,nW/um2
setup_path,path_class,"reg -> reg",
clock_network,clk_latency,0.41,ns
drt,avgRoutedWirePerCell,13.7,um
clock_network,clk_pin_slew,0.06,ns
flow_run,drv_cap,0,
clock_network,cts_tree,"yes",
clock_network,cts_made_buffers,17,
placed_design,placed_area,8200,um2
placed_design,io_buffers,63,
drt,vias_per_cell,5.30,
placed_design,dp_hpwl,9680,um
sta,worst_pin_slew,0.676,ns
sta,drv_slew,0,
setup_path,endpoint_kind,"flop",
## state kept, by name (all words and copies together), names as in the netlist, 7 cells and up
name and cells:
HEX5 7, c0.D0.counter_1s 28, HEX4 7, HEX3 7, HEX2 7, HEX7 7
HEX6 7, c0.C0.current_state 11, HEX1 7, HEX0 7
## kinds of logic after synthesis
kind of cell / synth area share, %
AOI/OAI and AO/OA: 12.9
xor gates and xnor gates: 4.16
adders and majority gates: 9.34
buffers and inverters: 3.73
DFF: 47.0
muxes: 2.75
other: 0.102
and+or+nand+nor: 20.0
## cell usage after synthesis (all sizes together) (7+ instances only)
cell type and instances:
o21ai 29, a21o 10, ha 55, mux2i 14
inv 47, o21a 7, nor4 9, xnor2 18
xor2 17, edfxtp 44, nor2 90, nand2b 10
a31oi 11, nand4 12, a21oi 56, nor3 10
and2 19, nand2 57, o22ai 7, and3 23
nand3 21, clkbuf 18, a211oi 9, dfxtp 107
## per-stage QoR
step	hold slack [ns]	power, W	cells	utilization [%]	worst slack, ns
finish	0.448	0.00370	1030	61.3	0.645
detailed placement	0.439	0.00193	998	56.6	0.601
floorplan	0.422	0.00184	765	-	0.956
CTS	0.455	0.00375	1030	61.3	0.612
global route	0.467	0.00386	1030	61.3	0.315
global placement	0.433	0.00193	998	56.6	0.622
## power by group
group,leakage [nW],internal [W],switching (W)
sequential,1.32,0.00167,0.0000394
clock,0.336,0.00120,0.000601
combinational,2.02,0.0000969,0.0000928
## metal layers
layer,share of wire (%),GRT usage [%]
met3,4.8,5.04
met1,50,31.8
met2,45,30.6
met5,0,0
met4,0.77,2.18
## worst paths after layout
path / startpoint / end
hold reg to reg: c0.C0.current_state[1] / c0.C0.current_state[7]
hold / removal: c0.C0.current_state[1] / c0.C0.current_state[7]
setup reg to reg: c0.D0.counter_1s[0] / HEX0[6]
setup / recovery: c0.D0.counter_1s[0] / HEX0[6]
## placed cells by master, fill, tap and decap left out, drive strengths merged, types with 11 or more instances in the layout
cell type	Yosys	final
mux2i	14	14
clkbuf	18	29
o21ai	29	29
and2	19	19
and3	23	23
nand2	57	57
dfxtp	107	107
a21oi	56	56
ha	55	55
a31oi	11	11
nand4	12	12
nand3	21	21
xnor2	18	18
inv	47	47
clkdlybuf4s50	0	63
nor2	90	90
edfxtp	44	44
xor2	17	17
## cell type report
class	instances	area [um2]
Sequential cell	151	3460
Timing Repair Buffer	72	698
Clock buffer	29	616
Inverter	47	176
Clock inverter	3	65.1
Tap cell	184	230
Fill cell	1174	5600
Multi-Input combinational cell	544	3630
## critical path: cells and delay by family (launching register included)
family          cells  cell delay (ns)
compound gates      4             0.86
fa+ha+maj           2             0.45
buf+inv             1             0.07
flops               1             0.39
mux                 1             0.14
simple gates        4             1.28
No activity file was given, so power comes from the tool's default toggle rates.
